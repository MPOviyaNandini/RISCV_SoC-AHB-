**flow/design.v**
```verilog
module ahb_dec (
    input  logic [31:0] haddr,
    output logic        HSEL1,
    output logic        HSEL2,
    output logic        muxsel
);
always_comb begin
    HSEL1  = 1'b0;
    HSEL2  = 1'b0;
    muxsel = 1'b0;
    if(haddr[31:24]== 8'hA0)begin
            HSEL1  = 1'b1;
            muxsel = 1'b1;   
    end
    else begin
            HSEL2  = 1'b1;
            muxsel = 1'b0;    
    end
end
endmodule
module ahb_interconnect (
  input  logic [31:0] haddr,            
  input  logic [31:0] hrdata_inst,      
  input  logic [31:0] hrdata_data,      
  input  logic        hready_inst,      
  input  logic        hready_data,      
  input  logic        hresp_inst,       
  input  logic        hresp_data,       
  input  logic [1:0]  htrans,
  input  logic        hwrite,
  input  logic [2:0]  hsize,
  input  logic [3:0]  hprot,
  input  logic [31:0] hwdata,
  input  logic        is_signed,
  output logic [31:0] hr_data,          
  output logic        hready,           
  output logic        hresp,            
  output logic        HSEL1,            
  output logic        HSEL2,            
  output logic muxsel,
  output logic        Hwrite,
  output logic [2:0]  Hsize,
  output logic [3:0]  Hprot,
  output logic [31:0] Hwdata,
  output logic        Is_signed,
  output logic [31:0] Haddr
);
  ahb_dec dec_inst (
    .haddr (haddr),      
    .HSEL1   (HSEL1),
    .HSEL2   (HSEL2),
    .muxsel  (muxsel)
  );
  ahb_mux mux_inst (
    .hready_inst (hready_inst),
    .hready_data (hready_data),
    .hresp_inst  (hresp_inst),
    .hresp_data  (hresp_data),
    .hrdata_inst (hrdata_inst),
    .hrdata_data (hrdata_data),
    .muxsel      (muxsel),
    .hr_data     (hr_data),
    .hready      (hready),
    .hresp       (hresp)
  );
  assign Hwrite     = hwrite;
  assign Hsize      = hsize;
  assign Hprot      = hprot;
  assign Hwdata     = hwdata;
  assign Is_signed  = is_signed;
  assign Haddr      = haddr;
endmodule
module ahb_mux (
    input  logic        hready_inst, hready_data, hresp_inst, hresp_data,
    input  logic [31:0] hrdata_inst, hrdata_data,
    input  logic        muxsel,   
    output logic [31:0] hr_data,
    output logic        hready,
    output logic        hresp
);
always_comb begin
    hr_data = 32'b0;
    hready       = 1;
    hresp        = 0;
    if (muxsel) begin
        hr_data = hrdata_inst;
        hready       = hready_inst;
        hresp        = hresp_inst;
    end else begin
        hr_data = hrdata_data;
        hready       = hready_data;
        hresp        = hresp_data;
    end
end
endmodule
```
**flow/run.sh**
```bash
#!/bin/bash
# OpenROAD 26Q1-2900-gdf79404cd8, Yosys 0.63+post, stock flow scripts
make -C /OpenROAD-flow-scripts/flow DESIGN_CONFIG=/design/flow/config.mk WORK_HOME=/design/flow/orfs finish
```
**flow/config.mk**
```make
export PLATFORM = sky130hd
export DESIGN_NAME = ahb_interconnect
export DESIGN_NICKNAME = ahb_interconnect
export VERILOG_FILES = /design/flow/design.v
export SDC_FILE = /design/flow/constraint.sdc
export NUM_CORES = 4
export LEC_CHECK = 1
export CORE_AREA = 10 10 105 105
export DIE_AREA = 0 0 115 115
```
**flow/constraint.sdc**
```tcl
current_design ahb_interconnect

set clk_period 4.0
set clk_io_pct 0.2

create_clock -name clk0 -period $clk_period

set non_clock_inputs [all_inputs -no_clocks]
set_input_delay [expr $clk_period * $clk_io_pct] -clock clk0 $non_clock_inputs
set_output_delay [expr $clk_period * $clk_io_pct] -clock clk0 [all_outputs]
```
==> results.sh <==
# flow metrics
export IMPL_switchingPower_mw=0.0218
export IMPL_pwr_share_seq=0
export IMPL_holdPathStages=0
export IMPL_synth_most_common_cell="buf_4"
export IMPL_syn_cell_area_um2=1130
export IMPL_rsz0062_at_grt="false"
export IMPL_routed_via_density=3.32
export IMPL_ys_warn_count=2
export IMPL_hold_start="haddr[12]"
export IMPL_cts_resized=0
export IMPL_drt_iter0_drc=21
export IMPL_cts_hold_fix_buffers=0
export IMPL_ys_types=8
export IMPL_hold_path_endpoint="Haddr[12]"
export IMPL_postSynthSeqShare=0
export IMPL_clock_buffers=0
export IMPL_cp_end_kind="output port"
export IMPL_finish_instance_area_um2=1910
export IMPL_netlist_instances=115
export IMPL_cp_required_ns=3.20
export IMPL_route_detailed_drc=0
export IMPL_hold_violations=0
export IMPL_yosysTopAreaCell="buf_4"
export IMPL_period_needed_ns=3.65
export IMPL_grt_pass1_vias=998
export IMPL_detail_route_antenna_nets=0
export IMPL_first_pass_iters=3
export IMPL_postPlaceCellArea_um2=1910
export IMPL_port_buffers=121
export IMPL_num_rows=34
export IMPL_post_route_util=0.218
export IMPL_chipArea_um2=13200
export IMPL_avgSynthCellArea_um2=9.79
export IMPL_crit_fanout=16
export IMPL_cpMostUsedCell="clkdlybuf4s50_1"
export IMPL_tightest_slew_ns=0.288
export IMPL_period_used=0.913
export IMPL_drv_cap=0
export IMPL_drt_wirelength_per_cell_um=16.3
export IMPL_die_h_um=115
export IMPL_drt_total_wl_um=4420
export IMPL_antenna_cells=0
export IMPL_slew_violations=0
export IMPL_relSlewSlack=0.806
export IMPL_p_clk_frac=0
export IMPL_grt_pass1_wl_um=6020
export IMPL_syn_to_final_growth_pct=69.9
export IMPL_core_um2=8760
export IMPL_leakage_nw=0.817
export IMPL_io_pins=253
export IMPL_pre_cts_ws_ns=0.284
export IMPL_vdd_drop_max_uv=17.3
export IMPL_start_kind="input port"
export IMPL_grt_total_usage=0.0573
export IMPL_die_width_um=115
export IMPL_drive_gt1_frac=0.252
export IMPL_tool_warnings=34
export IMPL_grt_remaining_overflow=0
export IMPL_status="completed"
export IMPL_gr_usage_met1=0.0579
export IMPL_fp_util=0.128
export IMPL_nFillCells=946
export IMPL_grt_max_degree=17
export IMPL_synth_top_area_share=0.493
export IMPL_critPathArrivalTime_ns=2.85
export IMPL_globalRouteMet2Util=0.0916
export IMPL_post_cts_setup_buffers=0
export IMPL_synthTopCellsByCount="74 x buf_4, 28 x mux2_4, 6 x mux2_2, 3 x buf_6"
export IMPL_flop_area_um2=0
export IMPL_dp_hpwl_um=4090
export IMPL_max_stage_delay_ns=0.47
export IMPL_yosysChipArea_um2=1130
export IMPL_switching_share=0.151
export IMPL_worst_slack_ns=0.348
export IMPL_critPathKind="in -> out"
export IMPL_grt_use_met3=0.0396
export IMPL_grt_antenna_before_repair=0
export IMPL_pwr_share_comb=1.000
export IMPL_min_path_type="in -> out"
export IMPL_place_gp_congestion=0.711
export IMPL_crit_chain="clkdlybuf4s50_1 > nor4_4 > nand2_4 > buf_4 > mux2_4 > clkdlybuf4s50_1"
export IMPL_vias=899
export IMPL_flop_count=0
export IMPL_grt_most_used_layer="met2"
export IMPL_ys_cells=115
export IMPL_slowest_stage="clkdlybuf4s50_1"
export IMPL_setup_viol=0
export IMPL_fin_setup_tns_ns=0
export IMPL_power_density_nw_per_um2=75.4
export IMPL_ys_top_cells_by_area="buf_4 49%, mux2_4 37%, mux2_2 6.0%, buf_6 3.0%, nor4_4 1.9%"
export IMPL_p_int_mw=0.122
export IMPL_max_freq_mhz=274
## power by group through the flow
stage | sequential, mW | combinational (mW) | clock, mW
4_1_cts | 0 | 0.147 | 0
5_1_grt | 0 | 0.155 | 0
6_report | 0 | 0.144 | 0
## logic make-up after synthesis
logic type             share of synthesized area
buffers and inverters                      0.527
multiplexers                               0.433
AND/OR/NAND/NOR                           0.0400
## final cells by class
class / instances / area (µm²) / area share
multi-input cells: 37 / 533 / 0.279
repair buffers: 125 / 1240 / 0.649
inverters: 1 / 3.75 / 0.00196
well taps: 108 / 135 / 0.0706
## worst max-delay path, delay by kind of cell
kind / cells / cell delay (ns)
buffers and inverters: 3 / 1.16
AND/OR/NAND/NOR: 2 / 0.59
multiplexers: 1 / 0.29
## how the worst max path moves through the flow
stage / start / endpoint / slack [ns] / depth (start not counted)
CTS: haddr[27] / hr_data[3] / 0.28 / 6
global route: haddr[27] / hr_data[22] / 0.22 / 6
finish: haddr[27] / hr_data[22] / 0.35 / 6
## stage by stage
stage	std cells	hold WS, ns	power, mW
finish	271	1.60	0.144
global route	271	1.60	0.155
CTS	271	1.60	0.147
detailed placement	271	1.60	0.147
global placement	271	1.60	0.146
floorplan	115	1.67	0.0672
## layer usage
layer  vias up  wire, µm
met3        26       763
met4         0       141
met1       371      1450
met5         -         0
met2        98      2070
li1        404         -
## placed cells by master, fill, tap and decap left out
cell type          n
and4bb_2           1
buf_4              4
clkdlybuf4s50_1  121
inv_1              1
mux2_2             6
mux2_4            28
nand2_4            1
nor4_4             1
Power figures rest on the tool's default switching activity, not on a simulated workload.
